`flow/design.v`:
```
module Reg_File
(
    clk_i,
    rst_n,
    RegWrite_i,
    rs1_addr_i,
    rs2_addr_i,
    rd_addr_i,
    rd_data_i,
    rs1_data_o,
    rs2_data_o
);
    input        clk_i;       
    input        rst_n;       
    input        RegWrite_i;  
    input  [ 4:0]rs1_addr_i;  
    input  [ 4:0]rs2_addr_i;  
    input  [ 4:0]rd_addr_i;   
    input  [31:0]rd_data_i;   
    output [31:0]rs1_data_o;  
    output [31:0]rs2_data_o;  
    reg [31:0] register [0:31];  
    wire [31:0] register_wire[0:31];
    assign rs1_data_o = (rs1_addr_i == 5'h00)? 32'h0000_0000 : 
                        (RegWrite_i && (rd_addr_i==rs1_addr_i))? rd_data_i :
                        register[rs1_addr_i];
    assign rs2_data_o = (rs2_addr_i == 5'h00)? 32'h0000_0000 : 
                        (RegWrite_i && (rd_addr_i==rs2_addr_i))? rd_data_i :
                        register[rs2_addr_i];
    always @(negedge rst_n or posedge clk_i) 
    begin
        if (~rst_n)  
        begin
            register[ 0] <= 0; register[ 1] <=   0; register[ 2] <=   0; register[ 3] <= 0;
            register[ 4] <= 0; register[ 5] <=   0; register[ 6] <=   0; register[ 7] <= 0;
            register[ 8] <= 0; register[ 9] <=   0; register[10] <=   0; register[11] <= 0;
            register[12] <= 0; register[13] <=   0; register[14] <=   0; register[15] <= 0;
            register[16] <= 0; register[17] <=   0; register[18] <=   0; register[19] <= 0;
            register[20] <= 0; register[21] <=   0; register[22] <=   0; register[23] <= 0;
            register[24] <= 0; register[25] <=   0; register[26] <=   0; register[27] <= 0;
            register[28] <= 0; register[29] <=   0; register[30] <=   0; register[31] <= 0;
        end
        else
        begin
            if (RegWrite_i) begin 
                if(rd_addr_i != 5'd0)  
                    register[rd_addr_i] <= rd_data_i;
            end
            else 
                register[rd_addr_i] <= register[rd_addr_i];
        end
    end
endmodule
```
`flow/run.sh`:
```
#!/bin/bash
# OpenROAD 26Q1-2900-gdf79404cd8, Yosys 0.63+post, stock flow scripts
make -C /OpenROAD-flow-scripts/flow DESIGN_CONFIG=/design/flow/config.mk WORK_HOME=/design/flow/orfs finish
```
`flow/config.mk`:
```
export PLATFORM = sky130hd
export DESIGN_NAME = Reg_File
export DESIGN_NICKNAME = Reg_File
export VERILOG_FILES = /design/flow/design.v
export SDC_FILE = /design/flow/constraint.sdc
export NUM_CORES = 4
export LEC_CHECK = 1
export CORE_UTILIZATION = 30
```
`flow/constraint.sdc`:
```
current_design Reg_File

set clk_period 5.9
set clk_io_pct 0.2

create_clock -name clk0 -period $clk_period [get_ports {clk_i}]

set non_clock_inputs [all_inputs -no_clocks]
set_input_delay [expr $clk_period * $clk_io_pct] -clock clk0 $non_clock_inputs
set_output_delay [expr $clk_period * $clk_io_pct] -clock clk0 [all_outputs]
```
==> metrics.csv <==
stage,metric,value,unit
status,status,finished with violations,
status,failing checks,setup timing,
timing,Slew HR,0.261,
worst_setup_path,Setup crit end kind,primary output,
synthesis,post-synth top area share,0.456,
synthesis,"Seq share, synth",0.456,
worst_setup_path,"Max FO, Critical Path",11,
route,Routed Antenna Nets,0,
synthesis,yosys cell count,6267,
worst_setup_path,reg2reg setup slack,3.15,ns
global_route,global-route met2 utilization,0.706,
layout,fillers,17800,
worst_setup_path,worst setup path start,rs1_addr_i[1],
layout,MI comb area,28000,um^2
layout,max reg flops,992,
layout,Layout area overhead,26.0,%
clock_network,clk sinks,992,
placed_design,Port Buffers,113,
layout,Reg area,24800,um^2
worst_setup_path,crit path DAT,4.81,ns
global_route,grt met3 use,0.301,
floorplan,Ports,114,
synthesis,post-synth top area cell,dfrtp_1,
timing,worst slew pin tran,1.11,ns
synthesis,count of library flops with an enable pin,0,
floorplan,total die size,183000,um^2
global_route,met1 usage,0.684,
clock_network,clock buffer depth,3,
power_and_ir_drop,power density over cell area,344,nW/um^2
flow_run,Max Cap Violations,0,
power_and_ir_drop,Leak,28.3,nW
timing,final hold vios,0,
floorplan,DIE HEIGHT,428,um
route,DR WL/cell,54.2,um
synthesis,Ys Warns,2,
layout,most frequent cells in the layout,"1180 x nand2_1, 992 x dfrtp_1, 971 x o21ai_0, 714 x a22oi_1, 406 x buf_4",
global_route,first-pass GRT wire length,631,mm
route,vias,64800,
clock_network,H-Tree Depth,3,
clock_network,clk latency late pin,0.83,ns
flow_run,stage-log warning count,52,
global_route,Total GRT Usage,0.543,
worst_setup_path,Worst Setup EP,rs1_data_o[24],
synthesis,Post-Syn Area per Cell,8.70,um^2
timing,fin crit share,1.02,
placed_design,placed instance area,64300,um^2
worst_setup_path,r2r worst-path depth,8,
layout,cell area after layout,68700,um^2
synthesis,#FFs+latches synth,992,
synthesis,post-synthesis cell type count,76,
min_path,hold crit path type,in -> async,
power_and_ir_drop,Power Total,23.7,mW
global_route,initial antenna violation count,68,
floorplan,Rows,156,
global_route,global route total overflow,0,
timing,Final min period,5.99,ns
floorplan,core area,181000,um^2
worst_setup_path,worst r2r dst,register[3][2],
route,routed wire length,488,mm
power_and_ir_drop,VDD IR max,0.274,mV
global_route,pin count of the biggest net entering global routing,114,
global_route,vias in the first global route,61600,
timing,fin. max-slew vios,0,
route,initial drt markers,8864,
placed_design,RePlAce Congestion,1.10,
clock_network,total CTS buffers,118,
route,DR vias/cell,7.20,
floorplan,fp util,0.302,
timing,TNS Setup,-0.246,ns
layout,largest registers,register (992),
clock_network,Setup Buffers After CTS,0,
clock_network,CTS root buf,clkbuf_16,
layout,Reg with most FFs,register,
worst_setup_path,Startpoint Class,input pin,
route,DRT Pass-1 Iters,9,
global_route,grt peak-use layer,met2,
synthesis,Gate Count Post-Synth,6267,
worst_setup_path,CP required,4.72,ns
layout,share of cells above drive strength 1,0.163,
worst_setup_path,worst r2r src,register[28][2],
layout,Top cell excl fill/tap,nand2_1,
synthesis,synthesized cell area,54500,um^2
floorplan,Die X,428,um
timing,Finish-stage setup viols,4,
timing,unrepaired setup endpoints after global routing,false,
synthesis,Synth async-reset ratio,1.00,
clock_network,clock-pin transition on the worst setup and hold timing paths,0.06,ns
timing,Max Fclk,167,MHz
timing,Final WS setup,-0.0893,ns
worst_setup_path,CP Class,in -> out,
route,drt drc,0,
clock_network,CTS tree,yes,
synthesis,main flop type,dfrtp_1,
synthesis,top cells by area,"dfrtp_1 46%, a22oi_1 9.8%, o21ai_0 9.0%, nand2_1 8.4%, a221oi_1 4.3%",
layout,"Core Util, Final",0.380,
timing,skew final,0.0629,ns
synthesis,Yosys chip area,54500,um^2
placed_design,detailed placement HPWL,323,mm
==> power breakdown <==
part / total [mW] / internal (mW) / switching [mW] / leakage, nW
combinational: 4.34 / 1.64 / 2.70 / 13.6
clock: 8.01 / 4.67 / 3.34 / 2.04
sequential: 11.3 / 8.37 / 2.93 / 12.7
==> critical path: stages <==
cell and delay [ns]:
clkdlybuf4s50_1 0.74, buf_4 0.36, nor2_1 0.16, buf_4 0.26, a32oi_1 0.36, nand4_1 0.16, nor3_1 0.84, o21ai_0 0.24
clkdlybuf4s50_1 0.47
==> cells by family (layout without fill, tap and decap cells) <==
kind of cell / Yosys count / in the layout / synth area share
multiplexers: 64 / 64 / 0.0123
flip-flops: 992 / 992 / 0.456
XOR/XNOR: 8 / 8 / 0.00129
buffers and inverters: 654 / 967 / 0.0501
other: 0 / 52 / 0
AND-OR/OR-AND: 2655 / 2655 / 0.328
AND/OR/NAND/NOR: 1894 / 1894 / 0.153
==> cell usage after synthesis, drive strengths merged, types with 5 or more instances <==
cell,count
o211a,6
inv,7
a211oi,15
a221oi,266
or3b,9
mux2,21
nand4,189
nor2b,16
dfrtp,992
or2,5
and4,5
nand3b,18
o21ai,1166
xor2,6
nor2,141
a32oi,18
mux2i,43
a31oi,18
a221o,8
and2,10
a21oi,92
o2bb2ai,13
o2111ai,10
clkbuf,468
nor4,43
a222oi,8
buf,178
a22o,257
a32o,10
a22oi,714
and3,16
nand3,132
o32ai,25
nand2b,18
o22ai,9
nand2,1213
nor3,61
==> per-layer routing <==
layer | part of all wire | vias up
met5 | 0.00094 | -
met4 | 0.091 | 56
met3 | 0.15 | 2165
met2 | 0.39 | 5844
met1 | 0.37 | 32600
li1 | - | 24200
==> timing repair <==
item | 4_1_cts | 5_1_grt
hold buffers | 0 | 0
cloned | 0 | 0
setup endpoints to repair | 5 | 5
gates resized | 9 | 5
==> stage by stage <==
stage	setup WS, ns	hold WS [ns]	cells
3_3_place_gp	-0.380	0.514	8730
5_1_grt	0.0209	0.367	8955
4_1_cts	0.0145	0.333	8950
6_report	-0.0893	0.336	9002
2_1_floorplan	1.76	0.471	6267
3_5_place_dp	-0.384	0.520	8730
==> worst min path at each step <==
stage,end,slack (ns)
final,register[25][0],0.34
after global routing,register[25][0],0.37
after CTS,register[25][0],0.33
==> cell type report <==
cell class / count / share of cell area
diodes: 52 / 0.00189
clock buffers: 164 / 0.0501
clock inverters: 56 / 0.0103
inverters: 8 / 0.000456
multi-input cells: 4621 / 0.408
flip-flops and latches: 992 / 0.361
well taps: 2370 / 0.0432
repair buffers: 739 / 0.124
Power and IR drop assume default switching activity.

==> flow/design.v <==
module ALU(
	val1_i, val2_i,
	aluop_i,
	result_o
);
	input     [ 31:0]val1_i;
	input     [ 31:0]val2_i;
	input     [  3:0]aluop_i;
	output reg[ 31:0]result_o;
	always@(*)begin
		case(aluop_i)
			4'h1		:begin result_o = val1_i + val2_i; end  
			4'h2		:begin result_o = val1_i - val2_i; end  
			4'h3		:begin result_o = val1_i << val2_i; end  
			4'h4		:begin result_o = val1_i >> val2_i; end  
			4'h5		:begin result_o = val1_i >>> val2_i; end  
			4'h6		:begin result_o = (val1_i+32'h8000_0000) < (val2_i+32'h8000_0000); end  
			4'h7		:begin result_o = val1_i < val2_i; end  
			4'h8		:begin result_o = (val1_i+32'h8000_0000) > (val2_i+32'h8000_0000); end  
			4'h9		:begin result_o = val1_i > val2_i; end  
			4'ha		:begin result_o = val1_i == val2_i; end  
			4'hb 		:begin result_o = val1_i != val2_i; end  
			4'hc		:begin result_o = val1_i & val2_i; end  
			4'hd		:begin result_o = val1_i | val2_i; end  
			4'he		:begin result_o = val1_i ^ val2_i; end  
			default			:begin result_o = 32'h0000_0000; end
		endcase
	end
endmodule
==> flow/run.sh <==
#!/bin/bash
# OpenROAD 26Q1-2900-gdf79404cd8, Yosys 0.63+post, stock flow scripts
make -C /OpenROAD-flow-scripts/flow DESIGN_CONFIG=/design/flow/config.mk WORK_HOME=/design/flow/orfs finish
==> flow/config.mk <==
export PLATFORM = sky130hd
export DESIGN_NAME = ALU
export DESIGN_NICKNAME = ALU
export VERILOG_FILES = /design/flow/design.v
export SDC_FILE = /design/flow/constraint.sdc
export NUM_CORES = 4
export LEC_CHECK = 1
export CORE_UTILIZATION = 30
==> flow/constraint.sdc <==
current_design ALU

set clk_period 16.8
set clk_io_pct 0.2

create_clock -name clk0 -period $clk_period

set non_clock_inputs [all_inputs -no_clocks]
set_input_delay [expr $clk_period * $clk_io_pct] -clock clk0 $non_clock_inputs
set_output_delay [expr $clk_period * $clk_io_pct] -clock clk0 [all_outputs]
==> out/qor.yml <==
fin_crit_ns: 11.04
seq_area_um2: 0
setup_viol: 0
boundaryPins: 100
die_x_um: 178
worstPathRequired_ns: 13.44
area_growth_pct: 11.9
dp_cells: 1723
crit_fanout: 12
post_cts_buffers: 0
worstSetupPathType: "primary input to output pin"
drtPass1Iterations: 6
syn-instance-count: 1314
dieArea_mm2: 0.0315
grt.overflow.total: 0
vias: 10900
syn_avg_cell_area_um2: 7.04
cellPowerDensity_mw_per_mm2: 30.0
placed_area_mm2: 0.0103
fin_hold_ws_ns: 7.57
synth_area_mm2: 0.00925
final_cell_count_no_fill: 1723
status: "completed"
seq_area_frac_synth_pct: 0
post_drt_wl_per_cell_um: 25.0
clock.fmax_mhz: 90.6
relSlewSlack_pct: 49.2
leakagePower_nw: 4.11
gp_congestion: 1.07
grt_max_degree: 70
io_buffers: 100
end_kind: "output pin"
vias_per_cell: 6.33
post-dp-hpwl_mm: 32.7
fin_crit_sh_pct: 65.7
wl_mm: 43.1
grt_usage_pct: 27.7
drtAntennaViolNets: 0
flop-count: 0
drc: 0
drive_above_1_share_pct: 10.5
grt_first_pass_wirelength_mm: 64.8
top_layer: "met4"
antenna_found_initial: 0
grt_pass1_vias: 10200
final_cell_area_mm2: 0.0103
start_kind: "primary input"
slew_viol_final: 0
cts_resized: 0
antenna_cells: 0
clkbuf_count: 0
drt_iter0_markers: 1269
fin_tns_setup_ns: 0
wl_met1_mm: 18.8
worstPathArrival_ns: 7.68
yosysWarningCount: 1
fp-row-count: 63
worst_pin_slew_ns: 0.762
met2_length_mm: 18.5
hold_class: "primary input to output pin"
cts_hold_buffers: 0
ys_types: 97
warnings: 104
wl_met3_mm: 3.98
p_total_uw: 311
core-area_mm2: 0.0300
fp_util_pct: 30.9
die_height_um: 178
ys_area_mm2: 0.00925
hold_violations: 0
yosysCellCount: 1314
vdd_ir_drop_max_uv: 16.5
drv_cap: 0
rsz0062_at_grt: "no"
## power breakdown
group | internal (mW) | switching (mW)
clock | 0 | 0
combinational | 0.125 | 0.185
sequential | 0 | 0
total | 0.125 | 0.185
## layout make-up
| class | count | area, µm² |
|---|---|---|
| Inverter | 99 | 372 |
| Tap cell | 390 | 488 |
| Timing Repair Buffer | 126 | 1170 |
| Fill cell | 3209 | 19600 |
| Multi-Input combinational cell | 1108 | 8310 |
## final timing paths
path	start	endpoint	slack (ns)	cells after the start
hold / removal	val2_i[1]	result_o[1]	7.57	4
setup / recovery	val1_i[29]	result_o[0]	5.76	12
## Yosys cell counts (6+ instances only)
master,n,area share [%]
a211o_1,7,0.66
a211oi_1,34,2.8
a211oi_2,6,0.81
a21o_1,18,1.5
a21oi_1,104,5.6
a221o_1,15,1.6
a221oi_1,22,2.1
a22oi_1,8,0.65
a31oi_1,8,0.54
and3_1,12,0.81
buf_1,12,0.49
buf_2,20,1.1
buf_4,9,0.73
buf_6,8,0.97
clkbuf_1,51,2.1
clkbuf_8,6,0.89
ha_1,104,14
inv_1,97,3.9
mux2_2,23,2.8
mux2i_1,40,4.3
mux4_2,39,9.5
nand2_1,109,4.4
nand2b_1,12,0.81
nand3_1,28,1.5
nand4_1,9,0.61
nor2_1,126,5.1
nor2b_1,17,1.2
nor3_1,42,2.3
nor4_1,9,0.61
o2111ai_1,20,1.9
o211ai_1,13,1.1
o21a_1,10,0.81
o21ai_0,104,5.6
o21ai_1,10,0.54
o21bai_1,15,1.2
o221ai_1,8,0.76
o22ai_1,11,0.74
o31ai_1,15,1.2
or3_1,10,0.68
## per-stage QoR
stage | setup slack, ns | utilization (%)
after CTS | 5.80 | 34.5
after detailed placement | 5.82 | 34.5
final | 5.76 | 34.5
after global routing | 5.56 | 34.5
after global placement | 5.83 | 34.5
after floorplan | 7.03 | -
## cell families after synthesis
| logic type | Yosys count | share of synthesized area [%] |
|---|---|---|
| AOI/OAI and AO/OA | 485 | 36.6 |
| xor gates and xnor gates | 8 | 0.758 |
| adders and majority gates | 106 | 14.5 |
| buffers and inverters | 206 | 10.3 |
| muxes | 103 | 16.9 |
| and+or+nand+nor | 406 | 21.0 |
## critical path, stage by stage
cell             delay, ns
clkdlybuf4s50_1       0.68
inv_1                 0.10
ha_1                  0.47
or3_1                 0.47
nor2_1                0.40
nand4_1               0.22
nor4_1                0.58
buf_4                 0.24
nor2_1                0.05
a31o_2                0.24
or4_1                 0.42
clkdlybuf4s50_1       0.44
## per-layer routing
| layer | vias to the layer above | global-route usage (%) |
|---|---|---|
| met5 | - | 0 |
| met4 | 0 | 9.86 |
| met3 | 91 | 4.93 |
| met2 | 586 | 41.7 |
| met1 | 5211 | 39.6 |
| li1 | 5011 | - |
## layout by cell type (no fill, tap or decap), drive strengths merged, types with 10 or more instances in the layout
cell and instances:
a211oi 40, clkdlybuf4s50 95, o211ai 14, mux4 40, nor3 42, a221oi 25
a31oi 10, o2111ai 20, o31ai 16, inv 99, a21oi 107, a21o 19
buf 31, ha 104, o22ai 11, nor2 127, a221o 17, nor2b 17
nand2b 12, o21a 10, o21ai 114, nor4 12, and3 12, mux2 23
or3 11, nand3 28, mux2i 40, nand2 110, o21bai 15
No activity file was given, so power comes from the tool's default toggle rates.
